--- /design/flow/design.v ---
`timescale 1ns / 1ps
module lift_controller(
    input clk,
    input reset,
    input call0,
    input call1,
    input call2,
    input bottom_sensor,
    input middle_minus_sensor,
    input middle_plus_sensor,
    input top_sensor,
    output reg motor_up,
    output reg motor_down,
    output reg indicator0,
    output reg indicator1,
    output reg indicator2
);
    parameter FLOOR0 = 2'b00;
    parameter FLOOR1 = 2'b01;
    parameter FLOOR2 = 2'b10;
    reg [1:0] state;          
    reg [1:0] target_floor;   
    reg move;
    wire at_floor0 = bottom_sensor;
    wire at_floor1 = middle_minus_sensor & middle_plus_sensor;
    wire at_floor2 = top_sensor;
    always @(posedge clk or posedge reset) begin
        if (reset) begin
            state <= FLOOR0;
            move <= 1;
            target_floor <= FLOOR0;
            motor_up <= 0;
            motor_down <= 1;  
        end else begin
            if (at_floor0) begin
                state <= FLOOR0;
                if (target_floor == FLOOR0)
                    move <= 0;
            end else if (at_floor1) begin
                state <= FLOOR1;
                if (target_floor == FLOOR1)
                    move <= 0;
            end else if (at_floor2) begin
                state <= FLOOR2;
                if (target_floor == FLOOR2)
                    move <= 0;
            end
            if (!move) begin
                if (call0 && state != FLOOR0) begin
                    target_floor <= FLOOR0;
                    move <= 1;
                end else if (call1 && state != FLOOR1) begin
                    target_floor <= FLOOR1;
                    move <= 1;
                end else if (call2 && state != FLOOR2) begin
                    target_floor <= FLOOR2;
                    move <= 1;
                end
            end
            if (move) begin
                case (target_floor)
                    FLOOR0: begin
                        motor_up <= 0;
                        motor_down <= 1;
                    end
                    FLOOR1: begin
                        if (state < FLOOR1) begin
                            motor_up <= 1;
                            motor_down <= 0;
                        end else if (state > FLOOR1) begin
                            motor_up <= 0;
                            motor_down <= 1;
                        end
                    end
                    FLOOR2: begin
                        motor_up <= 1;
                        motor_down <= 0;
                    end
                endcase
            end else begin
                motor_up <= 0;
                motor_down <= 0;
            end
        end
    end
    always @(*) begin
        indicator0 = (state == FLOOR0);
        indicator1 = (state == FLOOR1);
        indicator2 = (state == FLOOR2);
    end
endmodule
--- /design/flow/run.sh ---
#!/bin/bash
# OpenROAD 26Q1-2900-gdf79404cd8, Yosys 0.63+post, stock flow scripts
make -C /OpenROAD-flow-scripts/flow DESIGN_CONFIG=/design/flow/config.mk WORK_HOME=/design/flow/orfs finish
--- /design/flow/config.mk ---
export PLATFORM = sky130hd
export DESIGN_NAME = lift_controller
export DESIGN_NICKNAME = lift_controller
export VERILOG_FILES = /design/flow/design.v
export SDC_FILE = /design/flow/constraint.sdc
export NUM_CORES = 4
export LEC_CHECK = 1
export CORE_AREA = 10 10 76 76
export DIE_AREA = 0 0 86 86
--- /design/flow/constraint.sdc ---
current_design lift_controller

set clk_period 2.5
set clk_io_pct 0.2

create_clock -name clk0 -period $clk_period [get_ports {clk}]

set non_clock_inputs [all_inputs -no_clocks]
set_input_delay [expr $clk_period * $clk_io_pct] -clock clk0 $non_clock_inputs
set_output_delay [expr $clk_period * $clk_io_pct] -clock clk0 [all_outputs]
==> Slide: Implementation Results <==
Run Summary

Clock network
  • Clk root buf: clkbuf_8
  • Hold buffers post-CTS: 0
  • H-tree lvl count: 1
  • Clock-pin slew on the worst setup and hold paths: 50 ps
  • Worst-case clock buffer depth: 2
  • Number of buffers added by the clock tree synthesis step: 3
  • Total clock sinks: 8
  • TritonCTS clock tree: built
  • Latest clock arrival within the worst-skew pair: 230 ps
  • Post-CTS sizing: 0
  • Post-CTS setup repair buffer count: 0

Final timing
  • Maximum clock frequency: 0.5064 GHz
  • Unrepaired setup endpoints after global routing: no
  • Final Skew: 7.265 ps
  • Final tally of max-slew violations: 0
  • Setup TNS: 0 ps
  • Min cycle time layout: 1975 ps
  • Final number of setup-violating endpoints: 0
  • Worst-Margin Slew: 341.3 ps
  • Remaining max-slew budget at the tightest pin: 0.7720
  • Worst hold slack after final layout: 494.1 ps
  • Final cycle utilization of the critical path: 0.7900
  • Hold Violations, Final: 0

Layout
  • Layout-stage area growth over the synthesis result: 48.53%
  • Final standard cell count with taps included and fillers excluded: 117
  • Filler instances: 450
  • Share of cells above drive strength 1: 0.1194

Run
  • Stage-log warning count: 25
  • Max-cap violations: 0

Critical path
  • Capture point of the critical path: indicator1
  • Slowest cell on crit path: dfrtp_1
  • Kind of start point of the critical path: flip-flop
  • Endpoint of the most critical register-to-register path: target_floor[2]$_DFF_PP0_
  • Register-to-register setup slack: 1180 ps
  • Largest fanout on the critical path: 10
  • Beginning of the critical path: state[1]$_DFFE_PP0P_
  • WS Path Type: flip-flop to output port
  • Required time worst endpoint: 2000 ps
  • Depth of the worst register-to-register path: 3
  • CP arrival: 1470 ps
  • Worst R2R Start: state[1]$_DFFE_PP0P_
  • Critical Path End Type: output port
  • Largest stage delay, worst path: 480 ps
  • Crit path cell chain: nand2b_1 > inv_1 > clkdlybuf4s50_1

Routing
  • Initial drt markers: 41
  • DR DRC count: 0
  • Via density per instance: 3.709
  • DR vias: 434
  • Average routed wire per standard cell: 11.17 um
  • Routed Wire Length: 1307 um
  • Total iterations of the first detailed-routing run: 4
  • Number of antenna repair diodes: 0
  • Detail Route Antenna Nets: 0

Floorplanning
  • Area enclosed by the die boundary: 7396 um^2
  • I/O pins: 14
  • Row cnt: 23
  • Die boundary width: 86 um
  • Floorplan Core Area: 4115 um^2
  • Fp util: 0.1140
  • Height of the die: 86 um

Power
  • Max VDD drop: 0.1984 mV
  • Pleak: 0.0002715 uW
  • Areal power density over the cells: 850.0 nW/um^2

Synthesis
  • Chip area from the yosys synthesis statistics: 469.2 um^2
  • # Cells Yosys: 52
  • Count of synthesis-stage warnings from yosys: 1
  • Syn_area_per_cell: 9.023 um^2
  • Flops & latches, synth: 8
  • Register area share after synthesis: 0.4347
  • Number of distinct library cells after synthesis: 25
  • Netlist Area Pre-Place: 469.2 um^2
  • Mapped Cells: 52

Placement
  • Number of port buffers: 13
  • Instance count after placement with tap cells included: 113
  • Final HPWL DP: 1005 um
  • GPL Wtd Cong: 0.7752

Global routing
  • Total overflow reported by the global router: 0
  • Initial antenna violation count: 0
  • Total track usage: 0.03576
  • Global-route wire length before repair: 2173 um
  • Via count of the first global-routing pass: 454
  • Largest net degree at the start of global routing: 11

Run status
  • Outcome: finished, final reports clean

Min path
  • HP Class: flip-flop to flip-flop
-- where the power goes --
group / internal, uW / switching (uW)
sequential: 192 / 68.8
combinational: 105 / 61.9
clock: 111 / 54.5
total: 407 / 185
-- cells in the final DEF, fill, tap and decap left out, drive strengths merged --
cell type	count
a2111oi	1
a211oi	1
a21oi	3
a311oi	1
and2	1
and3	1
clkbuf	4
clkdlybuf4s50	13
dfrtp	5
dfstp	3
inv	6
mux2i	1
nand2	2
nand2b	2
nand3	1
nor2	5
nor2b	2
nor3	1
nor3b	1
nor4b	1
o211a	1
o21ai	5
o22a	1
o22ai	3
o31ai	1
o32a	1
-- final cells by class --
class                           instances  area, um^2  share of cell area
Inverter                                6       22.52             0.03232
Timing Repair Buffer                   13       130.1              0.1867
Tap cell                               50       62.56             0.08977
Multi-Input combinational cell         36       232.7              0.3339
Sequential cell                         8       203.9              0.2926
Clock buffer                            4       45.04             0.06463
-- metal layers --
layer,wire (um),GRT usage
met1,651,0.04914
met2,458,0.04395
met3,196,0.02765
met4,0,0.002994
met5,0,0
-- sequential cells by signal, indices dropped and copies added (netlist names) --
name,count
motor_down,1
motor_up,1
move,1
state,2
target_floor,3
-- synthesized netlist by cell type (all sizes together) --
cell type / number / area [um^2]
o21ai: 5 / 25.02
nor3: 1 / 5.000
nand3: 1 / 5.000
a211oi: 1 / 7.510
nor4b: 1 / 15.01
mux2i: 1 / 10.01
o22a: 1 / 8.760
nand2b: 2 / 12.51
nor2b: 2 / 12.51
nor3b: 1 / 7.510
inv: 6 / 22.52
o31ai: 1 / 7.510
and3: 1 / 6.260
dfrtp: 5 / 125.1
and2: 1 / 6.260
a21oi: 3 / 15.01
nand2: 2 / 7.510
dfstp: 3 / 78.83
clkbuf: 2 / 10.01
a2111oi: 1 / 15.01
o211a: 1 / 10.01
o22ai: 3 / 18.77
o32a: 1 / 10.01
a311oi: 1 / 8.760
nor2: 5 / 18.77
-- critical path: cells and delay by family (launching register included) --
kind	cells	cell delay (ps)
simple gates	1	240
flops	1	480
buf+inv	2	520
-- cell families (layout without fill, tap and decap cells) --
kind of cell	count (synthesis)	in the layout	synth area share
AND/OR/NAND/NOR	17	17	0.2053
AND-OR/OR-AND	18	18	0.2693
buffers and inverters	8	23	0.06933
flip-flops	8	8	0.4347
multiplexers	1	1	0.02133
-- through the flow --
step	instance area (um^2)	utilization	setup slack [ps]	power (uW)
final	696.9	0.1694	525.1	592.4
after global routing	696.9	0.1694	450.7	638.1
after CTS	696.9	0.1694	527.8	598.8
after detailed placement	651.9	0.1584	618.1	428.5
after global placement	651.9	0.1584	683.2	424.6
after floorplan	469.2	-	1295	349.1
-- worst min path at each step --
| stage | from | end | slack, ps | cells after the start |
|---|---|---|---|---|
| CTS | target_floor[0]$_DFF_PP1_ | target_floor[0]$_DFF_PP1_ | 490 | 2 |
| global route | target_floor[0]$_DFF_PP1_ | target_floor[0]$_DFF_PP1_ | 520 | 2 |
| finish | target_floor[0]$_DFF_PP1_ | target_floor[0]$_DFF_PP1_ | 490 | 2 |
Power and IR drop assume default switching activity.
